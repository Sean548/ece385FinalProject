--- config.mk ---
export PLATFORM = sky130hd
export DESIGN_NAME = MuxRoundKey
export DESIGN_NICKNAME = MuxRoundKey
export VERILOG_FILES = /design/flow/design.v
export SDC_FILE = /design/flow/constraint.sdc
export NUM_CORES = 4
export LEC_CHECK = 1
export CORE_AREA = 10 10 641 641
export DIE_AREA = 0 0 651 651
--- constraint.sdc ---
current_design MuxRoundKey

set clk_period 38.7
set clk_io_pct 0.2

create_clock -name clk0 -period $clk_period

set non_clock_inputs [all_inputs -no_clocks]
set_input_delay [expr $clk_period * $clk_io_pct] -clock clk0 $non_clock_inputs
set_output_delay [expr $clk_period * $clk_io_pct] -clock clk0 [all_outputs]
--- design.v ---
module Mux (input logic [3:0] Select,
				input logic [15:0] Mux_In,
            output logic Mux_Out);
    always_comb
    begin
        if ( Select == 4'b0000)
            Mux_Out = Mux_In[0];
        else if ( Select == 4'b0001)
            Mux_Out = Mux_In[1];
        else if ( Select == 4'b0010)
            Mux_Out = Mux_In[2];
		  else if ( Select == 4'b0011)
            Mux_Out = Mux_In[3];
		  else if ( Select == 4'b0100)
            Mux_Out = Mux_In[4];
		  else if ( Select == 4'b0101)
            Mux_Out = Mux_In[5];
		  else if ( Select == 4'b0110)
            Mux_Out = Mux_In[6];
		  else if ( Select == 4'b0111)
            Mux_Out = Mux_In[7];
		  else if ( Select == 4'b1000)
            Mux_Out = Mux_In[8];
		  else if ( Select == 4'b1001)
            Mux_Out = Mux_In[9];
		  else if ( Select == 4'b1010)
            Mux_Out = Mux_In[10];
		  else if ( Select == 4'b1011)
            Mux_Out = Mux_In[11];
		  else if ( Select == 4'b1100)
            Mux_Out = Mux_In[12];
		  else if ( Select == 4'b1101)
            Mux_Out = Mux_In[13];
		  else if ( Select == 4'b1110)
            Mux_Out = Mux_In[14];
		  else
            Mux_Out = Mux_In[15];
    end
endmodule
module RegMuxOut (input logic [3:0] Select,
						input logic [31:0] A, B, C, D, E, F, G, H, I, J, K, L, O, P,
						output logic [31:0] Output);
		always_comb 
		begin
			case(Select)
				4'b0000:
					Output = A;
				4'b0001:
					Output = B;
				4'b0010:
					Output = C;
				4'b0011:
					Output = D;
				4'b0100:
					Output = E;
				4'b0101:
					Output = F;
				4'b0110:
					Output = G;
				4'b0111:
					Output = H;
				4'b1000:
					Output = I;
				4'b1001:
					Output = J;
				4'b1010:
					Output = K;
				4'b1011:
					Output = L;
				4'b1110:
					Output = O;
				4'b1111:
					Output = P;
				default:
					Output = A;
			endcase
		end
endmodule 
module Mux32b (input logic [31:0] in1,in2, in3, in4,
				  input logic [1:0] select,
				  output logic [31:0] out
				  );
	always_comb
	begin
		if(select == 2'b00)
			out = in1;
		else if(select ==2'b01)
			out = in2;
		else if(select ==2'b10)
			out = in3;
		else
			out = in4;
	end
endmodule
module Mux128b (input logic [127:0] in1,in2, in3, in4,
				  input logic [1:0] select,
				  output logic [127:0] out
				  );
	always_comb
	begin
		if(select == 2'b00)
			out = in1;
		else if(select ==2'b01)
			out = in2;
		else if(select ==2'b10)
			out = in3;
		else
			out = in4;
	end
endmodule
module MuxRoundKey (input logic [128:0] in1,in2, in3, in4,in5,in6,in7,in8,in9,in10,in11, in12,
				  input logic [3:0] select,
				  output logic [128:0] out
				  );
	always_comb
	begin
		if(select == 4'b0000)
			out = in1;
		else if(select ==4'b0001)
			out = in2;
		else if(select ==4'b0010)
			out = in3;
		else if(select ==4'b0011)
			out = in4;
		else if(select == 4'b0100)
			out = in5;
		else if(select ==4'b0101)
			out = in6;
		else if(select ==4'b0110)
			out = in7;
		else if(select ==4'b0111)
			out = in8;
		else if(select == 4'b1000)
			out = in9;
		else if(select ==4'b1001)
			out = in10;
		else if(select ==4'b1010)
			out = in11;
		else if(select ==4'b1011)
			out = in12;
		else
			out = 128'hZZZZZZZZZZZZZZZZZZZZZZZZZZZZZZZZ;
	end
endmodule
--- run.sh ---
#!/bin/bash
# OpenROAD 26Q1-2900-gdf79404cd8, Yosys 0.63+post, stock flow scripts
make -C /OpenROAD-flow-scripts/flow DESIGN_CONFIG=/design/flow/config.mk WORK_HOME=/design/flow/orfs finish
==> flow_summary.ini <==
; synthesis and place-and-route metrics
[status]
outcome = completed

[synth]
logic_family = AND-OR/OR-AND gates
top_area_share_pct = 14.6
synth_area_mm2 = 0.0146
ys_chip_area_mm2 = 0.0146
synth-compound-area-share_pct = 57.7
synthMuxAreaShare_pct = 18.7
syn_avg_cell_area_um2 = 6.59
yosysTopAreaCell = mux2i_1
adder_share_pct = 0
yosys_cells = 2216
simple_gate_area_share_pct = 12.6
common_cells = a21oi_1, mux2i_1, o22ai_1
synth_cell_type_count = 64
xor_area_share_pct = 0
ys_seq_share_pct = 0
synthCells = 2216
synth_warnings = 2
top_cells_by_area = mux2i_1, a21oi_1, o22ai_1, a22oi_1, o21ai_0
most_common_cell = a21oi_1

[floorplanning]
core_mm2 = 0.396
rows = 231
io_pins = 1681
die_y_um = 651
die-area_mm2 = 0.424
die_w_um = 651
fp_util_pct = 3.69

[sta]
max_freq_mhz = 49.8
hold_viol_final = 0
setup_ws_ns = 18.61
worst_slew_pin_slew_ns = 1.43
rsz0062_at_grt = no
maxSlewViolCount = 0
relSlewSlack_pct = 3.83
setup_violations = 0
period_used_pct = 51.9
min_period_ns = 20.09
setup_tns_ns = 0

[drt]
via_per_inst = 3.38
detail_route.wl_per_cell_um = 49.1
dr.first_iter.drc_count = 3162
dr_total_vias = 30978
drc = 0
ant_nets = 0
drtPass1Iterations = 6
wl_mm = 451

[critical_path]
slowest_delay_ns = 0.79
path_class = in -> out
worstSetupStartpointType = primary input
critPathRequiredTime_ns = 30.96
slowest_stage = buf_4
critPathMaxFanout = 64
cp-end-kind = output pin
cp.arrival_ns = 12.35
cp_cell_sequence = buf_8 > buf_4 > buf_4 > buf_4 > mux4_2 > a222oi_1 > nand2_1 > clkdlybuf4s50_1
crit_top_cell = buf_4

[finish]
final-seq-area_um2 = 0
fill_cells = 45973
area_growth_pct = 162
clockBufferCount = 0
layout-drive-gt1-share_pct = 5.60
n_sequential_cell = 0
layout.area.comb_mm2 = 0.0132

[clocking]
postCtsHoldBufs = 0
post-cts-setup-buffer-count = 0
cts_resized = 0

[power_and_ir_drop]
power_density_mw_per_mm2 = 12.9
total_power_uw = 493
p_leak_nw = 11.6
ir_drop_mv = 0.00738

[flow_run]
tool_warnings = 33
drv_cap = 0

[placed_design]
pre_cts_ws_ns = 18.51
hpwl_mm = 414
port_buffers = 1681
gp_congestion = 0.938

[global_route]
grt.total_usage_pct = 20.6
antenna_found_initial = 641
grt_pass1_wl_mm = 513
grt_pass1_vias = 27503
grt_max_degree = 97
grt_overflow_total = 0

[hold_path]
hold_path_depth = 5
min_to = out[36]
hp-class = in -> out
hold_start = select[0]
==> how the worst max path moves through the flow <==
stage | from | to
CTS | select[0] | out[57]
global route | select[0] | out[98]
finish | select[0] | out[14]
==> worst max-delay path, delay by kind of cell <==
kind,cells,cell delay [ns]
AOI/OAI and AO/OA,1,0.58
buffers and inverters,5,3.08
muxes,1,0.59
and+or+nand+nor,1,0.14
==> power breakdown <==
part / total [mW] / internal [mW] / leakage, nW / switching, mW
sequential: 0 / 0 / 0 / 0
clock: 0.000000605 / 0.000000603 / 0.00139 / 0
combinational: 0.493 / 0.237 / 11.6 / 0.256
total: 0.493 / 0.237 / 11.6 / 0.256
==> metal layers <==
metal | part of all wire (%) | routed length, um | GRT usage (%) | vias to the layer above
met2 | 49 | 220000 | 35.6 | 2778
met5 | 0.53 | 2390 | 0 | -
met4 | 3.3 | 15000 | 4.82 | 342
li1 | - | - | - | 12297
met3 | 12 | 55800 | 10.7 | 1144
met1 | 35 | 157000 | 22.1 | 14417
==> area by class of cell <==
cell class                      instances  area share [%]
Timing Repair Buffer                 1802            46.8
Multi-Input combinational cell       1909            34.6
Tap cell                             5242            17.2
Antenna cell                          220            1.44
Inverter                                2          0.0327
==> cell families after synthesis <==
family	Yosys count
AND-OR/OR-AND	1270
multiplexers	247
AND/OR/NAND/NOR	392
buffers and inverters	307
==> stage by stage <==
step           hold slack (ns)  util [%]  cells  instance area, um2
6_report                 16.45      9.65   9175               38200
5_1_grt                  16.54      9.58   9067               38000
4_1_cts                  16.52      9.51   8955               37700
3_5_place_dp             16.52      9.51   8955               37700
3_3_place_gp             16.51      9.44   8936               37400
2_1_floorplan            15.54         -   2216               14600
==> cells in the final DEF (no fill, tap or decap), drive strengths merged, types with 101 or more instances in the layout <==
cell           count
clkdlybuf4s50   1677
a21oi            261
o21ai            223
diode            220
mux2i            213
o22ai            207
a22oi            169
nand2            143
buf              125
nor2             101
Power and IR drop assume default switching activity.
