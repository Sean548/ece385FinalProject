## run.sh

```bash
#!/bin/bash
# OpenROAD 26Q1-2900-gdf79404cd8, Yosys 0.63+post, stock flow scripts
make -C /OpenROAD-flow-scripts/flow DESIGN_CONFIG=/design/flow/config.mk WORK_HOME=/design/flow/orfs finish
```

## config.mk

```make
export PLATFORM = sky130hd
export DESIGN_NAME = Mario
export DESIGN_NICKNAME = Mario
export VERILOG_FILES = /design/flow/design.v
export SDC_FILE = /design/flow/constraint.sdc
export NUM_CORES = 4
export LEC_CHECK = 1
export CORE_UTILIZATION = 30
```

## constraint.sdc

```tcl
current_design Mario

set clk_period 3.9
set clk_io_pct 0.2

create_clock -name clk0 -period $clk_period [get_ports {Clk}]

set non_clock_inputs [all_inputs -no_clocks]
set_input_delay [expr $clk_period * $clk_io_pct] -clock clk0 $non_clock_inputs
set_output_delay [expr $clk_period * $clk_io_pct] -clock clk0 [all_outputs]
```

## design.v

```verilog
module  Mario (input         Clk,                  
                             Reset,                
									  frame_clk,            
					input [9:0]   DrawX, DrawY,         
					input [1:0]   keymove,              
					input	        keypress_B,           
					input         keypress_A,	         
					input         pause,                
					input         Size,		 			   
					output [9:0]  mario_distx,mario_disty,
					output 		  Is_Mario              
              );
    parameter [9:0] Mario_X_Start = 10'd32;       
    parameter [9:0] Mario_Y_Start = 10'd384;      
    parameter [9:0] Mario_X_Min = 10'd0;           
    parameter [9:0] Mario_X_Max = 10'd640;     	   
    parameter [9:0] Mario_Y_Min = 10'd0;       	   
    parameter [9:0] Mario_Y_Max = 10'd416;     	   
    parameter [9:0] Mario_X_Step = 10'd3;      	   
    parameter [9:0] Mario_Y_Step = 10'd20;         
    parameter [9:0] Mario_Size = 10'd32;           
    logic [9:0] Mario_X_Pos,
					 Mario_X_Motion,
					 Mario_Y_Pos,
					 Mario_Y_Motion;
    logic [9:0] Mario_X_Pos_in,
					 Mario_X_Motion_in,
					 Mario_Y_Pos_in,
					 Mario_Y_Motion_in;
	 logic [9:0] Ground_Height = 384;
	 logic [9:0] Mario_Size_X  = 32;
	 logic [9:0] Mario_Size_Y  = 32;
    logic frame_clk_delayed, frame_clk_rising_edge;
    always_ff @ (posedge Clk) begin
        frame_clk_delayed <= frame_clk;
        frame_clk_rising_edge <= (frame_clk == 1'b1) && (frame_clk_delayed == 1'b0);
    end
    always_ff @ (posedge Clk)
    begin
        if (Reset)
        begin
            Mario_X_Pos <= Mario_X_Start;
            Mario_Y_Pos <= Mario_Y_Start;
            Mario_X_Motion <= 10'd0;
            Mario_Y_Motion <= 10'd0;
        end
        else
        begin
            Mario_X_Pos <= Mario_X_Pos_in;
            Mario_Y_Pos <= Mario_Y_Pos_in;
            Mario_X_Motion <= Mario_X_Motion_in;
            Mario_Y_Motion <= Mario_Y_Motion_in;
        end
    end
	 assign mario_distx = DrawX - Mario_X_Pos;
	 assign mario_disty = DrawY - Mario_Y_Pos;
    always_comb
    begin
        Mario_X_Pos_in = Mario_X_Pos;
        Mario_Y_Pos_in = Mario_Y_Pos;
        Mario_X_Motion_in = Mario_X_Motion;
        Mario_Y_Motion_in = Mario_Y_Motion;  
        if (frame_clk_rising_edge)
        begin
				if(keymove == 3'b000)
					Mario_X_Motion_in= 0;  
				if(keymove == 3'b001)
				begin
					if(keypress_B == 1'b0)
						Mario_X_Motion_in = Mario_X_Step;
					if(keypress_B == 1'b1)
						Mario_X_Motion_in = Mario_X_Step + 1'b11;
				end
				if(keymove == 3'b010)
				begin
					if(keypress_B == 1'b0)
						Mario_X_Motion_in =~(Mario_X_Step) + 1'b1;
					if(keypress_B == 1'b1)
						Mario_X_Motion_in =~(Mario_X_Step) - 1'b10;
				end
				if(keypress_A == 1'b1 && (Mario_Y_Pos >= Ground_Height + Mario_Size))
				begin
					if((Mario_Y_Pos + Mario_Size) >= Ground_Height)
					begin
						Mario_Y_Pos_in = Mario_Y_Pos + Mario_Y_Motion;
						Mario_Y_Motion_in =~(Mario_Y_Step) + 1'b1;
					end
				end
				else if((Mario_Y_Pos - Mario_Size) == Mario_X_Max)
					Mario_X_Motion_in = 0;
				else if(((Mario_X_Pos - Mario_Size) || (Ground_Height - Mario_Size) || (Mario_Y_Pos + Mario_Y_Motion + Mario_Size)) > Ground_Height)
					Mario_Y_Pos_in = (Ground_Height - Mario_Size);
				else
				begin
					Mario_Y_Pos_in = Mario_Y_Pos + Mario_Y_Motion;
					Mario_Y_Motion_in = Mario_Y_Motion + 1'b1;
				end
            if( Mario_Y_Pos + Mario_Size >= Ground_Height )   
				begin
					 if(keypress_A==1'b1)
						Mario_Y_Motion_in = (~(Mario_Y_Step) + 1'b1);   
					 else
						Mario_Y_Motion_in = 0;
				end
            if ( Mario_Y_Pos <= Mario_Y_Min + Mario_Size )   
				begin
                Mario_Y_Motion_in = Mario_Y_Step;
				end
				if( Mario_X_Pos + Mario_Size >= 10'd320 )   
				begin
					 if(keymove == 3'b010)
						Mario_X_Motion_in = (~(Mario_X_Step) + 1'b1);
                else
						Mario_X_Motion_in = 0;
				end
				else if ( Mario_X_Pos <= Mario_X_Min + 10'd0 )   
				begin
					 if(keymove == 3'b001)
						Mario_X_Motion_in = Mario_X_Step;
                else
						Mario_X_Motion_in = 0;
				end
            Mario_X_Pos_in = Mario_X_Pos + Mario_X_Motion;
        end
    end
    always_comb
	 begin
		  if ( DrawX >= Mario_X_Pos && DrawX < Mario_X_Pos + Mario_Size_X &&
				 DrawY >= Mario_Y_Pos && DrawY < Mario_Y_Pos + Mario_Size_Y)
            Is_Mario = 1'b1;
        else
            Is_Mario = 1'b0;
    end
endmodule 
```

==> qor.csv <==
metric,value,unit
outcome,"complete, no violations",
area_delta_synth_final,25.1,%
dr.pass1.iters,4,
core,13400,um^2
path_delay_family,buffers and inverters,
hold_buffers,0,
period_needed,3.74,ns
ys_seq_frac,0.201,
p_leak,2.15,nW
maxCapViolCount,0,
worstPathMaxFanout,2,
htreeDepth,2,
max-clock-path-buffers,2,
flop_area,842,um^2
cts_made_buffers,5,
report.final.slew_viol_count,0,
top_cells_by_area,"dfxtp_1 (20%), ha_1 (16%), xnor2_1 (5.2%)",
edf_count,0,
die-area,14400,um^2
clkTransAtPathRegs,0.05,ns
grt_max_degree,49,
grt_overflow,0,
portBuffers,47,
wl_per_cell,12.7,um
crit_type,in2out,
tool_warnings,32,
synthTopCellsByCount,"ha_1 (52), nor2_1 (51), dfxtp_1 (42)",
ir_worst_vdd,0.165,mV
cts_root_buffer,clkbuf_16,
crit_path_end_kind,output pin,
num_vias,3964,
synthArstFlopShare,0,
syn_inst,520,
setup_viol,0,
wl,9740,um
fp_util,0.312,
drtIter0Drc,166,
crit_chain,"clkdlybuf4s50_1, inv_1, ha_2, fa_2, nand2b_4, a21boi_2, o211ai_1, nand3b_1, xor2_1, clkdlybuf4s50_1",
viasPerCell,5.15,
finalClockPeriodUsage,0.958,
hold_path_class,reg2reg,
ys_ff,42,
drtAntennaViolNets,0,
yosysWarningCount,5,
start_kind,input port,
worst_ep_required_time,3.12,ns
grt_use_total,0.139,
ys_types,75,
worstSkewPairLatency,0.28,ns
ys_cells,520,
max_freq,0.268,GHz
synth_area_per_cell,8.05,um^2
io_pins,50,
power_density,260,nW/um^2
top_area_cell,dfxtp_1,
die_h,120,um
drive_gt1_frac,0.130,
worst_pin_slew,0.896,ns
ys_chip_area,4190,um^2
nFillCells,1297,
fin_worst_skew,0.00740,ns
worst_path_max_delay_cell,clkdlybuf4s50_1,
worst-path-buf-inv,3,
dp_hpwl,7590,um
first_global_vias,3627,
rows,42,
fin_util,0.391,
clkSinkCount,42,
place.gp.congestion,0.858,
maxSlewHeadroom,0.399,
grt_pass1_wl,16700,um
logic_area,3160,um^2
most_common_cell,ha_1,
top_area_frac,0.201,
cts_tree,done,
flop_cell,dfxtp_1,
syn_area,4190,um^2
rsz0062_at_grt,true,
placed_cell_area,5020,um^2
cp_common_cell,clkdlybuf4s50_1,
worstPathArrival,2.96,ns
die_x,120,um
design_area,5240,um^2
finalHoldViolCount,0,
slowest_delay,0.47,ns
drc,0,
antenna_found_initial,0,
n_antenna_cell,0,
worst paths after layout:
path | start | end | slack [ns] | cells past startpoint
worst max-delay path | DrawX[0] | mario_distx[6] | 0.16 | 10
worst min-delay path | frame_clk_delayed | frame_clk_rising_edge | 0.38 | 1
worst min register to register | frame_clk_delayed | frame_clk_rising_edge | 0.38 | 1
worst max register to register | Mario_Y_Pos[6] | Mario_Y_Motion[0] | 1.27 | 8
what timing repair did:
action / in CTS / in global routing
pin swaps: 10 / 15
cloned: 0 / 0
endpoints found under the setup margin: 4 / 8
resized: 12 / 10
setup buffers: 2 / 3
power by group:
group | total [W] | switching, W | internal [W]
clock network | 0.000423 | 0.000169 | 0.000254
logic | 0.000459 | 0.000209 | 0.000250
registers | 0.000482 | 0.0000316 | 0.000450
cell families (layout without fill, tap and decap cells):
| logic type | count (synthesis) | count (layout) | synth area share |
|---|---|---|---|
| AOI/OAI and AO/OA | 124 | 124 | 0.214 |
| and+or+nand+nor | 194 | 194 | 0.247 |
| xor gates and xnor gates | 33 | 33 | 0.0691 |
| DFF | 42 | 42 | 0.201 |
| muxes | 16 | 16 | 0.0392 |
| buffers and inverters | 55 | 129 | 0.0550 |
| adders and majority gates | 56 | 56 | 0.175 |
worst register-to-register path, cell delays in order (launching register included):
cell and delay [ns]:
dfxtp_2 0.41, inv_1 0.12, ha_1 0.32, nand2_1 0.07
nor4b_2 0.35, a21boi_2 0.16, o31ai_2 0.78, or4_1 0.23
a21oi_2 0.05
area by class of cell:
cell class | count | share of cell area
Inverter | 41 | 0.0294
Tap cell | 176 | 0.0420
Clock inverter | 1 | 0.000956
Sequential cell | 42 | 0.161
Multi-Input combinational cell | 423 | 0.603
Clock buffer | 7 | 0.0272
Timing Repair Buffer | 80 | 0.137
through the flow:
| step | setup TNS (ns) | total power [W] | setup slack [ns] | cells | hold WS (ns) |
|---|---|---|---|---|---|
| after CTS | 0 | 0.00138 | 0.000377 | 768 | 0.379 |
| after global placement | -0.913 | 0.000941 | -0.401 | 758 | 0.373 |
| after floorplan | 0 | 0.000757 | 0.753 | 520 | 0.367 |
| after global routing | 0 | 0.00145 | 0.00873 | 770 | 0.393 |
| final | 0 | 0.00136 | 0.163 | 770 | 0.380 |
| after detailed placement | -0.963 | 0.000946 | -0.393 | 758 | 0.371 |
sequential cells by signal, summed over array words and instances (netlist names):
register and flops:
frame_clk_rising_edge 1, Mario_X_Motion 10, Mario_X_Pos 10, frame_clk_delayed 1, Mario_Y_Motion 10, Mario_Y_Pos 10
cells in the final DEF, fill, tap and decap left out, types with 5 or more instances in the layout:
| cell | n |
|---|---|
| a21o_1 | 7 |
| a21oi_1 | 17 |
| a31oi_1 | 7 |
| buf_4 | 33 |
| clkbuf_16 | 5 |
| clkdlybuf4s50_1 | 42 |
| dfxtp_1 | 41 |
| ha_1 | 50 |
| inv_1 | 41 |
| mux2i_1 | 13 |
| nand2_1 | 27 |
| nand3_1 | 22 |
| nand3b_1 | 9 |
| nand4_1 | 13 |
| nor2_1 | 51 |
| nor3_1 | 24 |
| nor4_1 | 7 |
| o211ai_1 | 6 |
| o21a_1 | 5 |
| o21ai_0 | 25 |
| o31ai_1 | 5 |
| or3_1 | 7 |
| xnor2_1 | 25 |
| xor2_1 | 8 |
layer usage:
layer / wire length [um] / up-vias / track usage / part of all wire
li1: - / 2075 / - / -
met1: 4940 / 1812 / 0.210 / 0.51
met2: 4280 / 71 / 0.223 / 0.44
met3: 423 / 6 / 0.0170 / 0.043
met4: 101 / 0 / 0.0117 / 0.010
met5: 0 / - / 0 / 0
Power figures rest on the tool's default switching activity, not on a simulated workload.
